==> /design/flow/design.v <==
module control
    (input clk,
     input rst_n,
     input [7 : 0] rx_din,
     input rx_vld,
     input busy,
     output reg [7 : 0] tx_din,
     output reg tx_vld   
    );
  parameter SEND_BYTE = 8;   
  reg rdreq_sig;   
  wire [7 : 0] data_sig;
  wire wrreq_sig;
  wire empty_sig;
  wire full_sig;
  wire [7 : 0] q_sig;
  wire [7 : 0] usedw_sig;
  reg rdreq_sig_flag;   
  always @(posedge clk or negedge rst_n) begin
    if (!rst_n) begin
      rdreq_sig_flag <= 1'b0;
    end else if (usedw_sig >= SEND_BYTE) begin
      rdreq_sig_flag <= 1'b1;
    end else if (empty_sig) begin
      rdreq_sig_flag <= 1'b0;
    end
  end
  always @(*) begin
    if (rdreq_sig_flag && empty_sig == 1'b0 && busy == 1'b0) begin
      rdreq_sig <= 1'b1;
    end else begin
      rdreq_sig <= 1'b0;
    end
  end
  always @(posedge clk or negedge rst_n) begin
    if (!rst_n) begin
      tx_din <= 1'b0;
    end else begin
      tx_din <= q_sig;
    end
  end
  always @(posedge clk or negedge rst_n) begin
    if (!rst_n) begin
      tx_vld <= 1'b0;
    end else if (rdreq_sig) begin
      tx_vld <= 1'b1;
    end else begin
      tx_vld <= 1'b0;
    end
  end
  assign wrreq_sig = rx_vld &&
                     full_sig == 1'b0;   
  assign data_sig = rx_din;
  fifo fifo_inst(.aclr(~rst_n),
                 .clock(clk),
                 .data(data_sig),
                 .rdreq(rdreq_sig),
                 .wrreq(wrreq_sig),
                 .empty(empty_sig),
                 .full(full_sig),
                 .q(q_sig),
                 .usedw(usedw_sig));
endmodule
module de1_soc_uart_top (
    input  wire        CLOCK_50,
    input  wire        reset_n,
    input  wire        serial_rx,
    output wire        serial_tx,
    input  wire [2:0]  baud_select,
    output wire        tx_busy_led
);
  wire [7:0] rx_byte;
  wire       rx_byte_valid;
  wire [7:0] tx_byte;
  wire       tx_byte_valid;
  wire       tx_busy;
  uart_rx uart_rx_inst (
      .clk(CLOCK_50),
      .rst_n(reset_n),
      .baud_set(baud_select),
      .din(serial_rx),
      .rx_dout(rx_byte),
      .rx_vld(rx_byte_valid)
  );
  control control_inst (
      .clk(CLOCK_50),
      .rst_n(reset_n),
      .rx_din(rx_byte),
      .rx_vld(rx_byte_valid),
      .busy(tx_busy),
      .tx_din(tx_byte),
      .tx_vld(tx_byte_valid)
  );
  uart_tx uart_tx_inst (
      .clk(CLOCK_50),
      .rst_n(reset_n),
      .baud_set(baud_select),
      .tx_din(tx_byte),
      .tx_vld(tx_byte_valid),
      .tx_dout(serial_tx),
      .busy(tx_busy)
  );
  assign tx_busy_led = tx_busy;
endmodule
module fifo #(
    parameter DATA_WIDTH = 8,
    parameter ADDR_WIDTH = 8
) (
    input wire aclr,
    input wire clock,
    input wire [DATA_WIDTH-1:0] data,
    input wire rdreq,
    input wire wrreq,
    output wire empty,
    output wire full,
    output wire [DATA_WIDTH-1:0] q,
    output wire [ADDR_WIDTH-1:0] usedw
);
  localparam DEPTH = 1 << ADDR_WIDTH;
  reg [DATA_WIDTH-1:0] fifo_mem [0:DEPTH-1];
  reg [ADDR_WIDTH-1:0] rd_ptr;
  reg [ADDR_WIDTH-1:0] wr_ptr;
  reg [ADDR_WIDTH:0] usedw_reg;
  reg [DATA_WIDTH-1:0] q_reg;
  wire read_en = rdreq && (usedw_reg != 0);
  wire write_en = wrreq && (usedw_reg != DEPTH);
  assign empty = (usedw_reg == 0);
  assign full = (usedw_reg == DEPTH);
  assign usedw = usedw_reg[ADDR_WIDTH-1:0];
  assign q = q_reg;
  always @(posedge clock or posedge aclr) begin
    if (aclr) begin
      rd_ptr <= {ADDR_WIDTH{1'b0}};
      wr_ptr <= {ADDR_WIDTH{1'b0}};
      usedw_reg <= {(ADDR_WIDTH+1){1'b0}};
      q_reg <= {DATA_WIDTH{1'b0}};
    end else begin
      if (write_en) begin
        fifo_mem[wr_ptr] <= data;
        wr_ptr <= wr_ptr + 1'b1;
      end
      if (read_en) begin
        q_reg <= fifo_mem[rd_ptr];
        rd_ptr <= rd_ptr + 1'b1;
      end
      case ({write_en, read_en})
        2'b10: usedw_reg <= usedw_reg + 1'b1;
        2'b01: usedw_reg <= usedw_reg - 1'b1;
        default: usedw_reg <= usedw_reg;
      endcase
    end
  end
endmodule
module uart_rx( 
   input                clk,
   input                rst_n,
   input  [2:0]         baud_set,
   input                din,  
   output  reg [7:0]    rx_dout,    
   output  reg          rx_vld     
);		
localparam  BPS_115200 = 434,
            BPS_57600  = 868,
            BPS_38400  = 1302,
            BPS_19200  = 2604,
            BPS_9600   = 5208;
reg   [12:0]      cnt_bps;
wire              add_cnt_bps;
wire              end_cnt_bps;
reg   [9:0]       cnt_bit;
wire              add_cnt_bit;
wire              end_cnt_bit;
reg  [12:0]       rx_bps;    
reg  [9:0]       rx_data_r;    
reg               din_r0;  
reg               din_r1;  
reg               din_r2;
wire              nedge;
reg              rx_flag;
always @(*)begin
   case(baud_set)
      0:rx_bps = BPS_115200;
      1:rx_bps = BPS_57600;
      2:rx_bps = BPS_38400;
      3:rx_bps = BPS_19200;
      4:rx_bps = BPS_9600;
      default : rx_bps = BPS_115200;
   endcase
end
always @(posedge clk or negedge rst_n)begin 
   if(!rst_n)begin
      cnt_bps <= 0;
   end 
   else if(add_cnt_bps)begin 
      if(end_cnt_bps)begin 
         cnt_bps <= 0;
      end
      else begin 
         cnt_bps <= cnt_bps + 1;
      end 
   end
end 
assign add_cnt_bps = rx_flag  ;
assign end_cnt_bps = add_cnt_bps && cnt_bps == rx_bps -1 ;
always @(posedge clk or negedge rst_n)begin
   if (!rst_n)begin
      din_r0 <= 1'b1;
      din_r1 <= 1'b1;
   end
   else begin
      din_r0 <= din;
      din_r1 <= din_r0;    
      din_r2 <= din_r1;
   end
end
assign nedge = ~din_r1 & din_r2;
always @(posedge clk or negedge rst_n)begin 
      if(!rst_n)begin
          rx_flag <= 1'b0;
      end 
      else if(nedge && rx_flag == 1'b0 )begin 
         rx_flag <= 1'b1; 
      end 
      else if(end_cnt_bit && rx_flag == 1'b1)begin
         rx_flag <= 1'b0;
      end 
end
always @(posedge clk or negedge rst_n)begin 
   if(!rst_n)begin
       cnt_bit <= 0;
   end 
   else if(add_cnt_bit)begin 
      if(end_cnt_bit)begin 
         cnt_bit <= 0;
      end
      else begin 
         cnt_bit <= cnt_bit + 1;
      end 
   end
end 
assign add_cnt_bit = end_cnt_bps;
assign end_cnt_bit = add_cnt_bit && (cnt_bit == 10-1 || rx_data_r[0]);
always @(posedge clk or negedge rst_n)begin
    if(!rst_n) begin
      rx_data_r <= 0;
    end
    else if (rx_flag &&  cnt_bps == (cnt_bps>>1 ))begin
       rx_data_r[cnt_bit] <= din ;
    end
end
always @(posedge clk or negedge rst_n) begin
   if(!rst_n) begin
      rx_dout <= 0;
   end
   else if (end_cnt_bit)begin
      rx_dout <= rx_data_r[8:1] ;
   end
end
   always @(posedge clk or negedge rst_n) begin
      if(!rst_n)begin
         rx_vld <= 1'b0;
      end
      else if (end_cnt_bit)begin
         rx_vld <= 1'b1;
      end
      else  begin
         rx_vld <= 1'b0;
      end
   end
endmodule
module uart_tx(
    input         clk,
    input         rst_n,
    input  [2:0]  baud_set,
    input  [7:0]  tx_din,     
    input         tx_vld,     
    output  reg   tx_dout ,
    output   reg   busy    
);
    localparam  BPS_115200 = 434,
                BPS_57600  = 868,
                BPS_38400  = 1302,
                BPS_19200  = 2604,
                BPS_9600   = 5208;
    reg   [12:0]  cnt_bps;     
    wire          add_cnt_bps;
    wire          end_cnt_bps;
    reg   [3:0]   cnt_bit;     
    wire          add_cnt_bit;
    wire          end_cnt_bit;
    reg          tx_flag;
    reg    [12:0] tx_bps;
    reg    [9:0]  tx_data_r;   
    always @ (*)begin
        case(baud_set)
            0 : tx_bps = BPS_115200;
            1 : tx_bps = BPS_57600;
            2 : tx_bps = BPS_38400;
            3 : tx_bps = BPS_19200;
            4 : tx_bps = BPS_9600;
            default : tx_bps = BPS_115200;
        endcase
    end 
    always @ (posedge clk or negedge rst_n)begin
        if(!rst_n)begin
            cnt_bps <= 0;
        end
        else if (add_cnt_bps)begin
            if(end_cnt_bps)
                cnt_bps <= 0;
            else 
                cnt_bps <= cnt_bps + 1;    
        end
    end
    assign add_cnt_bps = tx_flag ;
    assign end_cnt_bps = add_cnt_bps && cnt_bps == tx_bps - 1;
    always @(posedge clk or negedge rst_n)begin 
            if(!rst_n)begin
                cnt_bit <= 0;
            end 
            else if(add_cnt_bit)begin 
                if(end_cnt_bit)
                    cnt_bit <= 0;
                else   
                    cnt_bit <= cnt_bit + 1;  
            end 
    end
    assign add_cnt_bit = end_cnt_bps;
    assign end_cnt_bit = add_cnt_bit && cnt_bit == 10-1;
    always @(posedge clk or negedge rst_n)begin
        if(!rst_n)begin
            tx_flag <= 1'b0;
        end
        else if(tx_vld)        
            tx_flag <= 1'b1;
        else if(end_cnt_bit)    
            tx_flag <= 1'b0;
    end
    always @(posedge clk or negedge rst_n)begin 
            if(!rst_n)begin
               tx_data_r <= 0;
            end 
            else if(tx_vld)begin 
                tx_data_r <= {1'b1,tx_din,1'b0};
            end 
    end
    always @(posedge clk or negedge rst_n)begin 
            if(!rst_n)begin
                tx_dout <= 1'b1;   
            end 
            else if(tx_flag && cnt_bps == 2-1 )begin   
                tx_dout <= tx_data_r[cnt_bit];
            end 
            else begin 
                tx_dout <= tx_dout;
            end 
    end
    always @(*)begin 
        if(tx_vld || tx_flag)begin 
            busy = 1'b1;
        end 
        else begin 
            busy = 0;
        end 
    end
endmodule
==> /design/flow/run.sh <==
#!/bin/bash
# OpenROAD 26Q1-2900-gdf79404cd8, Yosys 0.63+post, stock flow scripts
make -C /OpenROAD-flow-scripts/flow DESIGN_CONFIG=/design/flow/config.mk WORK_HOME=/design/flow/orfs finish
==> /design/flow/config.mk <==
export PLATFORM = sky130hd
export DESIGN_NAME = de1_soc_uart_top
export DESIGN_NICKNAME = de1_soc_uart_top
export VERILOG_FILES = /design/flow/design.v
export SDC_FILE = /design/flow/constraint.sdc
export NUM_CORES = 4
export LEC_CHECK = 1
export CORE_UTILIZATION = 40
==> /design/flow/constraint.sdc <==
current_design de1_soc_uart_top

set clk_period 4.8
set clk_io_pct 0.2

create_clock -name clk0 -period $clk_period [get_ports {CLOCK_50}]

set non_clock_inputs [all_inputs -no_clocks]
set_input_delay [expr $clk_period * $clk_io_pct] -clock clk0 $non_clock_inputs
set_output_delay [expr $clk_period * $clk_io_pct] -clock clk0 [all_outputs]
==> results.txt <==
Figures from the flow reports.

Setup path:
- The timing report attributes the biggest portion of critical-path delay to simple AND/OR/NAND/NOR gates.
- STA reports a reg2reg setup slack of -0.36 ns.
- The run gives the terminus of the critical flop-to-flop path as control_inst.fifo_inst.q_reg[5]$_DFFE_PN0P_.
- The run gives the startpoint kind of the worst setup timing path as a register.
- The run gives the delay of the slowest cell on the worst path as 1.28 ns.
- According to the timing report, the arrival time at the worst endpoint equals 5.89 ns.
- The timing report shows that the slowest cell on the worst path is nor2_1.
- The run puts the length in cells of the worst reg-to-reg path at 11.
- The run gives the library cell appearing most often on the critical path as buf_4.
- The run gives the required time at the worst-slack endpoint as 5.54 ns.
- The run gives the buffer and inverter count on the worst path as 3.
- STA classifies the critical path endpoint as a register.
- The run gives the startpoint of the most critical register-to-register path as control_inst.fifo_inst.rd_ptr[2]$_DFFE_PN0P_.
- The run gives the critical path class as register to register.
- Along the worst path, the maximum fanout reaches 43.
- Walking the worst path, the cells encountered are buf_4 > nand3b_1 > buf_12 > nor2_1 > or4_1 > nor4_1 > and4_1 > and2_1 > a2111oi_1 > buf_4 > o21ai_1.

CTS:
- Clock tree synthesis inserted a total of 226 buffers.
- The run gives the sink count of the clock tree as 2,164.
- In this run, post-CTS hold repair placed 0 buffers.
- The run gives the number of buffers on the longest clock path as 3.
- The run puts the clock latency at the later pin of the worst-skew pair at 0.94 ns.
- The run gives the CTS tree as built.
- CTS placed an instance of clkbuf_16 at the clock tree root.
- The run gives the clock-pin slew reported for the worst setup and hold paths after clock tree synthesis as 0.06 ns.
- The clock H-tree reported by CTS has 4 levels.

Die:
- The floorplan step records an initial core utilization of 0.4027.
- Measured along the x axis, the die boundary spans 464.1 µm.
- The floorplan has 169 rows.
- The run gives the floorplan core area as 0.2121 mm².
- The floorplan report gives the top-level pin count as 8.
- After floorplanning, the die was sized to cover 0.2154 mm².
- In this run the vertical extent of the chip is 464.1 µm.

Logic synthesis:
- The run gives the proportion of netlist area held by the largest area contributor as 0.7204.
- For reference, the top cells by area after synthesis are edfxtp_1, a22oi_1, dfrtp_1.
- The run puts the yosys stat chip area at 0.08541 mm².
- Sorting the Yosys area breakdown by cell type puts at the top edfxtp_1.
- The run gives the number of synthesized flops with an enable pin as 2,049.
- Per the synth log, the flip-flop and latch total comes to 2,164.
- Yosys stat counts 5,594 cells in the synthesized netlist.
- The run puts the tally of unique sky130hd cells used after synthesis at 88.
- For this run, the register share of the synthesized area comes to 0.7541.
- The most frequently used library cell after synthesis is edfxtp_1.
- The synthesized netlist handed to floorplanning was reported with a cell count of 5,594.
- The run puts the synthesized area at 0.08541 mm².
- The synthesis report names the predominant flop master as edfxtp_1.
- The run puts the async set or reset register ratio after synthesis at 0.05314.
- The run puts the average size of a mapped cell at 15.27 µm².
- The run gives the yosys synthesis warning count as 5.
- Counting instances in the post-synthesis netlist gives the leading cell types as edfxtp_1, nor2_1, a22oi_1, nand3_1, clkbuf_1.

Drt:
- The run puts the first-iteration detailed-routing DRC count at 9,994.
- After detailed routing, the met2 layer carries 229.6 mm of wire.
- The run gives the highest routing layer actually used as met5.
- The detailed router reports a met3 wire length of 138.0 mm.
- After detailed routing, the number of remaining DRC violations is 0.
- The run puts the total number of vias at 73,260.
- After detailed routing, the total wire length is 623.2 mm.
- The script logs the ratio of routed vias to standard cells as 7.649.
- The run gives the length of routed wiring on met1 as 165.7 mm.
- The run puts the final routed wire length divided by cell count at 65.06 µm.
- The first TritonRoute pass finished after 10 iterations.
- Once detail routing completed, the nets flagged for antenna violations numbered 0.

Job:
- The run gives the number of max-cap violations as 8.
- The run gives the number of logged tool warnings as 43.

Global routing:
- The run gives the maximum number of pins on one net before global-route repair as 126.
- The via count of the first global-routing pass is 70,950.
- Recorded from the global router log, the overflow total was 0.
- The run gives the global-route total usage across every layer as 0.6323.
- The number of antenna violations at the first check in global routing came to 117.
- The run gives the first-pass GRT wire length as 780.4 mm.

Timing:
- The run gives the maximum achievable frequency as 193.9 MHz.
- The run gives the count of final setup violators as 8.
- The run gives the worst-case clock skew as 0.08120 ns.
- The run puts the number of max-slew violations in the final report at 38.
- The run puts the final number of hold-violating endpoints at 0.
- The run gives the final period utilization as 1.074.
- The run puts the actual slew at the worst max-slew pin at 1.790 ns.
- The run gives the final worst hold slack as 0.005291 ns.
- The worst-case max-slew headroom was logged as -0.1950.
- The run puts the final critical path time including I/O delays and setup at 5.156 ns.
- The run puts the worst path setup slack after routing at -0.3560 ns.

Outcome:
- The run finished, with violations left.
- The final reports fail on max-capacitance violations, max-slew violations, negative setup slack.

Pwr:
- The run puts the share of power burned in registers at 0.526.
- The run puts the part of the power in the clock network at 0.469.
- The run gives the total power per unit cell area as 371.7 mW/mm².
- IR analysis of the VDD net gives a maximum drop of 0.3339 mV.
- Per the OpenROAD power report, switching power amounts to 8.083 mW.
- The internal power of the cells totals 30.70 mW.
- Total power for the finished layout comes to 38.78 mW.
- The run puts the logic gate share of total power at 0.004.
- The power report puts the leakage power at 36.81 nW.
- The run gives the net switching share of the total power as 0.2084.

Place:
- The run puts the number of port buffers at 7.
- The run puts the weighted congestion reported at the end of routability-driven placement at 1.255.
- The run gives the HPWL after detailed placement as 435.1 mm.

Finish:
- The run gives the signed area change from the synthesized netlist to the final layout as 22.18%.
- The run gives the final core utilization as 0.4920.
- control_inst.fifo_inst.fifo_mem holds more flip-flops than any other register.
- In the final layout, the registers with the most flip-flops are control_inst.fifo_inst.fifo_mem (2048), uart_rx_inst.cnt_bps (13), uart_tx_inst.cnt_bps (13).
- The run gives the number of flip-flops in the largest register as 2,048.
- The run gives the fraction of final layout cells sized beyond drive strength 1 as 0.2302.

Worst hold path:
- The run gives the path category of the worst min-delay check as input pin to asynchronous set/reset pin.
## logic make-up (layout without fill, tap and decap cells)
logic type / after synthesis / in the layout / synth area share
simple gates: 1501 / 1501 / 0.08987
fa+ha+maj: 35 / 35 / 0.005215
other cells: 0 / 150 / 0
compound gates: 1295 / 1295 / 0.1125
flops: 2164 / 2164 / 0.7541
mux: 68 / 68 / 0.008819
buf+inv: 474 / 1487 / 0.02364
xor+xnor: 57 / 57 / 0.005845
## through the flow
step | worst slack, ns | std cells | area (µm²) | setup TNS, ns
2_1_floorplan | 0.8164 | 5594 | 85410 | 0
3_3_place_gp | -0.3835 | 9007 | 96330 | -2.275
3_5_place_dp | -0.2963 | 9007 | 96340 | -1.507
4_1_cts | 0.002173 | 9426 | 103900 | 0
5_1_grt | -0.1200 | 9527 | 104200 | -0.2992
6_report | -0.3560 | 9578 | 104400 | -1.742
## cells in the final DEF (no fill, tap or decap), types with 61 or more instances in the layout
| cell type | instances |
|---|---|
| diode_2 | 150 |
| a22o_1 | 74 |
| buf_4 | 933 |
| buf_12 | 93 |
| nor4_1 | 61 |
| o22ai_1 | 155 |
| clkbuf_16 | 227 |
| a32oi_1 | 159 |
| a21oi_1 | 126 |
| o21ai_0 | 72 |
| nand2_1 | 137 |
| nand4_1 | 136 |
| a22oi_1 | 443 |
| dfrtp_1 | 98 |
| nor2_1 | 452 |
| edfxtp_1 | 2049 |
| nand3_1 | 403 |
## worst max-delay path by stage
stage                                       startpoint                                           to  depth (start not counted)
6_report  control_inst.fifo_inst.rd_ptr[2]$_DFFE_PN0P_  control_inst.fifo_inst.q_reg[5]$_DFFE_PN0P_                         11
5_1_grt   control_inst.fifo_inst.rd_ptr[2]$_DFFE_PN0P_  control_inst.fifo_inst.q_reg[6]$_DFFE_PN0P_                         13
4_1_cts   control_inst.fifo_inst.rd_ptr[0]$_DFFE_PN0P_  control_inst.fifo_inst.q_reg[3]$_DFFE_PN0P_                         16
## power groups by stage
stage | Clock [mW] | Combinational (mW) | Sequential, mW
6_report | 18.2 | 0.174 | 20.4
5_1_grt | 18.7 | 0.200 | 20.4
4_1_cts | 18.1 | 0.175 | 20.4
## repair_timing
action | 4_1_cts | 5_1_grt
gates resized | 5 | 11
pin swaps | 0 | 2
setup buffers | 1 | 1
setup endpoints to repair | 8 | 6
endpoints found under the hold margin | 0 | 0
## final cells by class
cell class	count	area, µm²
Timing Repair Buffer	1034	8952
Clock inverter	148	1624
Tap cell	2821	3530
Multi-Input combinational cell	2956	19390
Fill cell	17560	107700
Clock buffer	270	5892
Sequential cell	2164	64460
Inverter	35	131.4
Antenna cell	150	375.4
## routing by layer
metal,GRT usage,vias up
met4,0.5534,277
met2,0.7232,9828
met5,0.5336,-
li1,-,24620
met3,0.6093,3309
met1,0.5975,35230
Power is estimated from default activity; no workload was simulated.
